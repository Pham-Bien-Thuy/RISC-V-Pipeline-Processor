## config.mk

```make
export PLATFORM = sky130hd
export DESIGN_NAME = id_ex_pipeline_reg
export DESIGN_NICKNAME = id_ex_pipeline_reg
export VERILOG_FILES = /design/flow/design.v
export SDC_FILE = /design/flow/constraint.sdc
export NUM_CORES = 4
export LEC_CHECK = 1
export CORE_UTILIZATION = 40
```

## constraint.sdc

```tcl
current_design id_ex_pipeline_reg

set clk_period 1.1
set clk_io_pct 0.2

create_clock -name clk0 -period $clk_period [get_ports {CLK}]

set non_clock_inputs [all_inputs -no_clocks]
set_input_delay [expr $clk_period * $clk_io_pct] -clock clk0 $non_clock_inputs
set_output_delay [expr $clk_period * $clk_io_pct] -clock clk0 [all_outputs]
```

## run.sh

```bash
#!/bin/bash
# OpenROAD 26Q1-2900-gdf79404cd8, Yosys 0.63+post, stock flow scripts
make -C /OpenROAD-flow-scripts/flow DESIGN_CONFIG=/design/flow/config.mk WORK_HOME=/design/flow/orfs finish
```

## design.v

```verilog
module id_ex_pipeline_reg(
    IN_INSTRUCTION,  
    IN_PC,
    IN_DATA1, 
    IN_DATA2, 
    IN_IMMEDIATE,
    IN_DATA1ALUSEL,
    IN_DATA2ALUSEL,
    IN_DATA1BJSEL,
    IN_DATA2BJSEL,
    IN_ALU_OP,
    IN_BRANCH_JUMP,
    IN_DATAMEMSEL,
    IN_READ_WRITE,
    IN_WB_SEL,
    IN_REG_WRITE_EN,
    OUT_INSTRUCTION,
    OUT_PC,
    OUT_DATA1,
    OUT_DATA2,
    OUT_IMMEDIATE, 
    OUT_DATA1ALUSEL,
    OUT_DATA2ALUSEL,
    OUT_DATA1BJSEL,
    OUT_DATA2BJSEL,
    OUT_ALU_OP,
    OUT_BRANCH_JUMP,
    OUT_DATAMEMSEL,
    OUT_READ_WRITE,
    OUT_WB_SEL,
    OUT_REG_WRITE_EN,
    CLK, 
    RESET,
    BUSYWAIT);
    input [4:0] IN_ALU_OP, IN_INSTRUCTION;
    input [2:0] IN_BRANCH_JUMP;
    input [1:0] IN_WB_SEL, IN_DATA1ALUSEL, IN_DATA2ALUSEL, IN_DATA1BJSEL, IN_DATA2BJSEL;
    input [3:0] IN_READ_WRITE;
    input [31:0] IN_PC,
            IN_DATA1,
            IN_DATA2,
            IN_IMMEDIATE;   
    input IN_DATAMEMSEL,
        IN_REG_WRITE_EN,
        CLK, 
        RESET, 
        BUSYWAIT;
    output reg [4:0] OUT_ALU_OP, OUT_INSTRUCTION;
    output reg [2:0] OUT_BRANCH_JUMP;
    output reg [1:0] OUT_WB_SEL, OUT_DATA1ALUSEL, OUT_DATA2ALUSEL, OUT_DATA1BJSEL, OUT_DATA2BJSEL;
    output reg [3:0] OUT_READ_WRITE;
    output reg [31:0] OUT_PC,
                    OUT_DATA1,
                    OUT_DATA2,
                    OUT_IMMEDIATE; 
    output reg OUT_DATAMEMSEL,
            OUT_REG_WRITE_EN;
    always @(posedge CLK or posedge RESET) begin
        if (RESET) begin
            OUT_INSTRUCTION <= 5'd0;
            OUT_PC <= 32'd0;
            OUT_DATA1 <= 32'd0;
            OUT_DATA2 <= 32'd0;
            OUT_IMMEDIATE <=  32'd0;
            OUT_DATA1ALUSEL <= 2'd0;
            OUT_DATA2ALUSEL <= 2'd0;
            OUT_DATA1BJSEL <= 2'd0;
            OUT_DATA2BJSEL <= 2'd0;
            OUT_ALU_OP <= 4'd0;
            OUT_BRANCH_JUMP <= 3'd0;
            OUT_DATAMEMSEL  <= 1'd0;
            OUT_READ_WRITE <= 4'd0;
            OUT_WB_SEL <= 2'd0;
            OUT_REG_WRITE_EN <= 1'd0;
        end
        else if (!BUSYWAIT) begin
            OUT_INSTRUCTION <= IN_INSTRUCTION;
            OUT_PC <= IN_PC;
            OUT_DATA1 <= IN_DATA1;
            OUT_DATA2 <= IN_DATA2;
            OUT_IMMEDIATE <=  IN_IMMEDIATE;
            OUT_DATA1ALUSEL <= IN_DATA1ALUSEL;
            OUT_DATA2ALUSEL <= IN_DATA2ALUSEL;
            OUT_DATA1BJSEL <= IN_DATA1BJSEL;
            OUT_DATA2BJSEL <= IN_DATA2BJSEL;
            OUT_ALU_OP <= IN_ALU_OP;
            OUT_BRANCH_JUMP <= IN_BRANCH_JUMP;
            OUT_DATAMEMSEL  <= IN_DATAMEMSEL;
            OUT_READ_WRITE <= IN_READ_WRITE;
            OUT_WB_SEL <= IN_WB_SEL;
            OUT_REG_WRITE_EN <= IN_REG_WRITE_EN;
        end
    end
endmodule
```

==> impl_metrics.csv <==
group,metric,value,unit
logic_synthesis,ys.flops,157,
logic_synthesis,edf_count,0,
die,row_count,43,
clock_network,cts_hold_buffers,0,
logic_synthesis,logic_family,"multiplexers",
worst_setup_path,critical_path.top_delay_family,"flip-flops",
place,hpwl,11600,um
logic_synthesis,synth.top_cell.area_share,66.9,%
detailed_routing,num_antenna_cells,0,
worst_setup_path,path_cells,"buf_2",
logic_synthesis,yosysWarnings,1,
status,outcome,"finished, violations left",
cells_and_area,fillerInstances,1029,
min_path,hp-class,"in -> reg",
timing,fin_crit_sh,104,%
timing,tightestPinTransition,278,ps
logic_synthesis,synth_seq_share,66.9,%
timing,hold_violations,0,
logic_synthesis,mux_share,30.1,%
die,initCoreUtil,41.7,%
clock_network,cts_max_level,4,
global_routing,grt_pass1_vias,4062,
die,die-area,15200,um^2
power_and_ir_drop,total_power,13900,uW
place,port_buffers,316,
timing,slew_violations,0,
timing,setup_tns,-1770,ps
clock_network,cts_tree,"done",
detailed_routing,vias,3973,
worst_setup_path,start_kind,"register",
timing,skew,0,ps
detailed_routing,final_antenna_net_count,0,
logic_synthesis,synth-xor-area-share,0,%
clock_network,clk_pin_slew,60,ps
cells_and_area,final_cells,871,
power_and_ir_drop,peakVddDrop,1080,uV
timing,setup_ws,-41.2,ps
detailed_routing,drc_errors,0,
logic_synthesis,synthSimpleGateAreaFrac,0,%
logic_synthesis,postSynthAreaPerCell,17.7,um^2
logic_synthesis,ys_cells,332,
global_routing,grt_max_degree,52,
clock_network,cts.sinks,157,
clock_network,clockBufferDepth,2,
die,io_pins,317,
worst_setup_path,critPathBufInv,1,
clock_network,clk_latency,400,ps
worst_setup_path,max_stage_delay,380,ps
die,die_h,123,um
status,violations,"setup timing",
detailed_routing,viasPerCell,4.56,
cells_and_area,area_delta_synth_final,56.8,%
run,warnings,29,
detailed_routing,drt-total-wl,14900,um
logic_synthesis,ys_sh_adder,0,%
logic_synthesis,top_area_cell,"dfrtp_1",
logic_synthesis,synth_cell_types,6,
global_routing,grt_overflow,0,
logic_synthesis,ff_type,"dfrtp_1",
global_routing,grt_pass1_wl,22100,um
logic_synthesis,topCellsByArea,"dfrtp_1, mux2_2, buf_6",
detailed_routing,drt_iter0_markers,57,
cells_and_area,drive_gt1_share,53.3,%
logic_synthesis,synth_cells,332,
clock_network,cts_root_buffer,"clkbuf_16",
worst_setup_path,path_max_fanout,2,
cells_and_area,fin_util,65.3,%
timing,max_freq,0.876,GHz
die,die_w,123,um
timing,period_minus_slack,1140,ps
run,maxCapViolCount,0,
worst_setup_path,crit_arrival,920,ps
worst_setup_path,cp_slowest_cell,"dfrtp_1",
detailed_routing,routedWlPerCell,17.2,um
detailed_routing,firstDrtPassIters,4,
place,place.gp.congestion,0.769,
timing,slew_headroom,81.4,%
worst_setup_path,crit_type,"reg -> out",
logic_synthesis,async_reset_ff_share,100,%
die,core_area,14100,um^2
timing,rsz0062_at_grt,"yes",
global_routing,antenna_found_initial,0,
worst_setup_path,critPathCaptureType,"primary output",
cells_and_area,seq_area,3930,um^2
logic_synthesis,synth_area,5870,um^2
logic_synthesis,synth-area-yosys,5870,um^2
power_and_ir_drop,p_leak,0.00416,uW
worst_setup_path,worstPathRequired,880,ps
logic_synthesis,aoi_share,0,%
place,place_inst,829,
power_and_ir_drop,powerDensity,1510,nW/um^2
global_routing,grt_usage,20.5,%
logic_synthesis,top_cells_by_count,"dfrtp_1, mux2_2, buf_6",
cells_and_area,combGateArea,1770,um^2
timing,setup_viol,134,
clock_network,numCtsBuffers,17,
## state kept, by name, summed over array words and instances (netlist names)
register          count
OUT_WB_SEL            2
OUT_DATA2ALUSEL       2
OUT_BRANCH_JUMP       3
OUT_DATA2BJSEL        2
OUT_PC               32
OUT_REG_WRITE_EN      1
OUT_DATAMEMSEL        1
OUT_READ_WRITE        4
OUT_DATA1ALUSEL       2
OUT_INSTRUCTION       5
OUT_DATA1BJSEL        2
OUT_DATA2            32
OUT_DATA1            32
OUT_ALU_OP            5
OUT_IMMEDIATE        32
## final cells by class
type                            count  area share, %
Tap cell                          180           2.45
Timing Repair Buffer              347           30.0
Clock inverter                      2          0.380
Multi-Input combinational cell    157           19.2
Sequential cell                   157           42.7
Inverter                            1         0.0815
Clock buffer                       27           5.24
## metal layers
layer / wire, um / track usage (%) / vias up
met2: 7290 / 32.6 / 197
met5: 0 / 0 / -
met4: 192 / 2.48 / 0
met1: 5760 / 28.3 / 1906
met3: 1700 / 8.15 / 10
li1: - / - / 1860
## power by group
part           switching (uW)  internal [uW]  leakage [uW]
Sequential                256           6360       0.00184
Clock                    2030           3190      0.000251
Combinational             594           1510       0.00207
## cells by family after synthesis
logic type             count (synthesis)
multiplexers                         157
flip-flops                           157
buffers and inverters                 18
## layout by cell type (no fill, tap or decap)
cell type / Yosys / routed
buf_2: 2 / 157
bufinv_16: 0 / 1
buf_12: 0 / 12
mux2_2: 157 / 157
clkbuf_8: 0 / 2
clkdlybuf4s50_1: 0 / 158
clkbuf_1: 0 / 8
dfrtp_1: 157 / 157
clkinvlp_4: 0 / 1
buf_4: 2 / 19
clkbuf_16: 0 / 17
buf_6: 13 / 1
clkinv_2: 0 / 1
## per-stage QoR
step	hold slack (ps)	area [um^2]	setup WS [ps]
5_1_grt	211	9210	-85.7
6_report	213	9210	-41.2
2_1_floorplan	370	5880	-1110
3_3_place_gp	487	9380	-0.546
3_5_place_dp	491	9380	-25.0
4_1_cts	206	9160	-76.8
## final timing paths
| path | cells past startpoint | endpoint | slack (ps) | start |
|---|---|---|---|---|
| min in group asynchronous | 3 | OUT_PC[8]$_DFFE_PP0N_ | 280 | RESET |
| hold / removal | 2 | OUT_IMMEDIATE[17]$_DFFE_PP0N_ | 210 | BUSYWAIT |
| setup / recovery | 1 | OUT_ALU_OP[3] | -40 | OUT_ALU_OP[3]$_DFFE_PP0N_ |
| max in group asynchronous | 4 | OUT_PC[5]$_DFFE_PP0N_ | 500 | RESET |
| hold reg to reg | 1 | OUT_PC[11]$_DFFE_PP0N_ | 490 | OUT_PC[11]$_DFFE_PP0N_ |
| setup reg to reg | 3 | OUT_DATA1[31]$_DFFE_PP0N_ | 120 | OUT_DATA1[31]$_DFFE_PP0N_ |
## repair_timing
item / in CTS / in global routing
cloned: 0 / 0
endpoints found under the setup margin: 157 / 157
buffers inserted: 7 / 6
resized: 507 / 0
Power figures rest on the tool's default switching activity, not on a simulated workload.
