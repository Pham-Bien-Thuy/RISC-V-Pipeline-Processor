--- design/flow/run.sh ---
#!/bin/bash
# OpenROAD 26Q1-2900-gdf79404cd8, Yosys 0.63+post, stock flow scripts
make -C /OpenROAD-flow-scripts/flow DESIGN_CONFIG=/design/flow/config.mk WORK_HOME=/design/flow/orfs finish
--- design/flow/config.mk ---
export PLATFORM = sky130hd
export DESIGN_NAME = ex_mem_pipeline_reg
export DESIGN_NICKNAME = ex_mem_pipeline_reg
export VERILOG_FILES = /design/flow/design.v
export SDC_FILE = /design/flow/constraint.sdc
export NUM_CORES = 4
export LEC_CHECK = 1
export CORE_UTILIZATION = 40
--- design/flow/constraint.sdc ---
current_design ex_mem_pipeline_reg

set clk_period 1.1
set clk_io_pct 0.2

create_clock -name clk0 -period $clk_period [get_ports {CLK}]

set non_clock_inputs [all_inputs -no_clocks]
set_input_delay [expr $clk_period * $clk_io_pct] -clock clk0 $non_clock_inputs
set_output_delay [expr $clk_period * $clk_io_pct] -clock clk0 [all_outputs]
--- design/flow/design.v ---
module ex_mem_pipeline_reg(
    IN_INSTRUCTION,  
    IN_PC,
    IN_ALU_RESULT, 
    IN_DATA2, 
    IN_IMMEDIATE,
    IN_DATAMEMSEL,
    IN_READ_WRITE,
    IN_WB_SEL,
    IN_REG_WRITE_EN,
    OUT_INSTRUCTION,
    OUT_PC,
    OUT_ALU_RESULT,
    OUT_DATA2,
    OUT_IMMEDIATE, 
    OUT_DATAMEMSEL,
    OUT_READ_WRITE,
    OUT_WB_SEL,
    OUT_REG_WRITE_EN,
    CLK, 
    RESET,
    BUSYWAIT);
    input [4:0] IN_INSTRUCTION;
    input [1:0] IN_WB_SEL;
    input [3:0] IN_READ_WRITE;
    input [31:0] IN_PC,
            IN_ALU_RESULT,
            IN_DATA2,
            IN_IMMEDIATE;   
    input IN_DATAMEMSEL,
        IN_REG_WRITE_EN,
        CLK, 
        RESET, 
        BUSYWAIT;
    output reg [4:0] OUT_INSTRUCTION;
    output reg [1:0] OUT_WB_SEL;
    output reg [3:0] OUT_READ_WRITE;
    output reg [31:0] OUT_PC,
                    OUT_ALU_RESULT,
                    OUT_DATA2,
                    OUT_IMMEDIATE; 
    output reg OUT_DATAMEMSEL, OUT_REG_WRITE_EN;
    always @(posedge CLK or posedge RESET) begin
        if (RESET) begin
            OUT_INSTRUCTION <= 5'd0;
            OUT_PC <= 32'd0;
            OUT_ALU_RESULT <= 32'd0;
            OUT_DATA2 <= 32'd0;
            OUT_IMMEDIATE <= 32'd0;
            OUT_DATAMEMSEL <= 1'b0;
            OUT_READ_WRITE <= 4'd0;
            OUT_WB_SEL <= 2'b0;
            OUT_REG_WRITE_EN <= 1'b0;
        end
        else if (!RESET & !BUSYWAIT) begin
            OUT_INSTRUCTION <= #1 IN_INSTRUCTION;
            OUT_PC <= #1 IN_PC;
            OUT_ALU_RESULT <= #1 IN_ALU_RESULT;
            OUT_DATA2 <= #1 IN_DATA2;
            OUT_IMMEDIATE <= #1  IN_IMMEDIATE;
            OUT_DATAMEMSEL <= #1 IN_DATAMEMSEL;
            OUT_READ_WRITE <= #1 IN_READ_WRITE;
            OUT_WB_SEL <= #1 IN_WB_SEL;
            OUT_REG_WRITE_EN <= #1 IN_REG_WRITE_EN;
        end
    end
endmodule
==> Changelog: implementation <==
### Physical design

* Worst-Margin Slew at 0.267 ns
* Cell area after synthesis at 5640 µm²
* CTS sink cnt at 141
* Max Cap Viol at 0
* Drt total wl at 15.0 mm
* Clock Skews at 0 ns
* Most common cell in the synthesized netlist: dfrtp_1
* Crit path kind: register to primary output
* WP data arrival at 0.93 ns
* Util after Layout at 68.8%
* TritonCTS clock tree: yes
* Warnings from Yosys at 1
* Slew headroom at 82.2%
* Largest fanout on the critical path at 2
* Die Y at 121 µm
* First-pass GRT wire length at 23.2 mm
* PwrDens at 1570 nW/µm²
* Failing checks: negative setup slack
* Finished Layout Cells at 888
* Pint at 11.7 mW
* I/O Buffers at 284
* Routability cong. at 0.762
* Fp_density at 40.8%
* CP bufs+invs at 1
* Root buf cell: clkbuf_16
* Cells along the critical path: buf_2
* Registers, synthesis at 141
* Final hold vios at 0
* HP Class: input pin to async pin
* Number of warnings in the stage logs at 29
* Flip-flops with a built-in enable at 0
* Post-synth seq share at 62.6%
* Chip width at 121 µm
* Top-area cell share at 62.6%
* Row Count at 43
* Fillers at 1010
* Final worst setup slack at -0.0482 ns
* Core area at 13800 µm²
* Worst-path clk slew at 0.06 ns
* Tmin final at 1.15 ns
* Post-synth area hogs: dfrtp_1, mux2_4, mux2_2
* Die area at 14600 µm²
* Largest net degree at the start of global routing at 22
* Tot Pwr at 14.9 mW
* Net Sw Frac at 21.7%
* CP Launch Type: register
* H-Tree Depth at 4
* Critical Path Max Stage Delay at 0.39 ns
* Cell type with the largest total area: dfrtp_1
* Synthesis-to-layout area growth at 68.6%
* Main flop type after synthesis: dfrtp_1
* Max Fclk at 0.871 GHz
* Initial antenna violation count at 0
* Final period utilization at 104%
* Crit-path slowest cell: dfrtp_1
* Seq pwr share at 42.5%
* Ys cells at 299
* R2R Setup Slk at 0.08 ns
* I/O pin count at 285
* Residual DRC at 0
* Chip Area, Yosys at 5640 µm²
* Crit-path leading delay family: flip-flops
* RSZ-0062 raised after global routing: true
* Syn_area_per_cell at 18.9 µm²
* Crit. End Element: primary output
* Clock share of power at 35.5%
* Total number of vias at 3996
* CTS max path bufs at 2
* Worst vdd ir at 1.09 mV
* Antenna cells at 0
* Post-synth top cells: dfrtp_1, mux2_4, mux2_2
* Unique cell types at 8
* Async S/R FF share, synth at 100%
* # hold bufs at CTS at 0
* Dpl cells at 780
* GR Util All Layers at 21.8%
* ANT nets after route at 0
* Final setup violation count at 133
* Latency at later pin at 0.40 ns
* Worst EP required at 0.88 ns
* Fraction of layout cells with a size suffix above 1 at 59.5%
* Initial DRC Count at 85
* Avg WL per Cell at 16.9 µm
* Clock buffer count from CTS at 17
* Vias in the first global route at 4213
* Final Max Tran Viols at 0
* Drt first pass iters at 4
* Status: finished with violations
* Gate Count Post-Synth at 299
* Hpwl dp at 11.0 mm
* Pleak at 4.55 nW
* Comb power frac at 22.0%
* GR Overflow Total at 0
* Via density at 4.50
* Psw at 3.24 mW
[area by class of cell]
| cell class | instances | area (µm²) | area share (%) |
|---|---|---|---|
| inverter | 1 | 7.51 | 0.0790 |
| clock buffer | 25 | 485 | 5.11 |
| clock inverter | 7 | 62.6 | 0.658 |
| multi-input combinational | 142 | 1940 | 20.4 |
| sequential | 141 | 3530 | 37.1 |
| tap | 180 | 225 | 2.37 |
| timing repair buffer | 392 | 3260 | 34.3 |
[cells by family after synthesis]
family,Yosys count,share of synthesized area (%)
buffers and inverters,16,3.11
DFF,141,62.6
muxes,141,34.1
and+or+nand+nor,1,0.200
[metal layers]
metal	GRT usage, %	routed length [µm]	vias up
li1	-	-	1842
met1	30.7	6130	1948
met5	0	0	-
met3	9.54	1700	15
met4	3.94	324	0
met2	32.7	6830	191
[cells in the final DEF, fill, tap and decap left out, types with 17 or more instances in the layout]
master	synthesis	routed
buf_4	0	84
clkdlybuf4s50_1	0	141
dfrtp_1	141	141
mux2_2	51	51
buf_2	5	141
mux2_4	90	90
buf_12	0	17
clkbuf_16	0	17
[metrics by stage]
stage / hold slack [ns] / TNS, ns / instance area [µm²] / setup slack (ns)
4_1_cts: 0.119 / -5.42 / 9350 / -0.0672
6_report: 0.000856 / -2.16 / 9510 / -0.0482
3_3_place_gp: 0.489 / -82.86 / 9010 / -0.632
2_1_floorplan: 0.368 / -125.40 / 5650 / -0.883
3_5_place_dp: 0.492 / -86.78 / 9010 / -0.666
5_1_grt: 0.00127 / -8.35 / 9510 / -0.0998
[flip-flops by register name, summed over array words and instances, names as in the netlist]
register and cells:
OUT_INSTRUCTION 5, OUT_DATAMEMSEL 1, OUT_WB_SEL 2, OUT_ALU_RESULT 32, OUT_READ_WRITE 4, OUT_IMMEDIATE 32
OUT_DATA2 32, OUT_PC 32, OUT_REG_WRITE_EN 1
[tightest hold or removal path, delay by kind of cell]
family / cells / cell delay, ns
buffers and inverters: 4 / 0.53
[power groups by stage]
stage | Clock (mW) | Sequential [mW] | Combinational (mW)
4_1_cts | 5.43 | 6.35 | 3.16
5_1_grt | 5.67 | 6.44 | 3.57
6_report | 5.30 | 6.34 | 3.29
[worst paths after layout]
path	start	end	cells past startpoint
worst max register to register	OUT_ALU_RESULT[4]$_DFFE_PP0P_	OUT_ALU_RESULT[4]$_DFFE_PP0P_	3
max in group asynchronous	RESET	OUT_DATA2[18]$_DFFE_PP0P_	4
worst min register to register	OUT_PC[18]$_DFFE_PP0P_	OUT_PC[18]$_DFFE_PP0P_	1
worst min-delay path	RESET	OUT_ALU_RESULT[17]$_DFFE_PP0P_	4
min in group clk0	IN_READ_WRITE[0]	OUT_READ_WRITE[0]$_DFFE_PP0P_	2
worst max-delay path	OUT_DATA2[19]$_DFFE_PP0P_	OUT_DATA2[19]	1
[what timing repair did]
item,4_1_cts,5_1_grt
cloned,3,0
buffers inserted,50,23
gates resized,458,2
pin swaps,1,1
endpoints found under the setup margin,281,151
Power is estimated from default activity; no workload was simulated.
