==> ./config.mk <==
export PLATFORM = sky130hd
export DESIGN_NAME = data_cache
export DESIGN_NICKNAME = data_cache
export VERILOG_FILES = /design/flow/design.v
export SDC_FILE = /design/flow/constraint.sdc
export NUM_CORES = 4
export LEC_CHECK = 1
export CORE_AREA = 10 10 157 157
export DIE_AREA = 0 0 167 167
==> ./constraint.sdc <==
current_design data_cache

set clk_period 1.0
set clk_io_pct 0.2

create_clock -name clk0 -period $clk_period [get_ports {CLK}]

set non_clock_inputs [all_inputs -no_clocks]
set_input_delay [expr $clk_period * $clk_io_pct] -clock clk0 $non_clock_inputs
set_output_delay [expr $clk_period * $clk_io_pct] -clock clk0 [all_outputs]
==> ./design.v <==
module data_cache (
    CLK, RESET, BUSYWAIT, READ_WRITE, WRITEDATA, READDATA, ADDRESS, 
    MEM_BUSYWAIT, MEM_READ, MEM_WRITE, MEM_READDATA, MEM_WRITEDATA, MEM_ADDRESS
);
    input CLK, RESET, MEM_BUSYWAIT;
    input [3:0] READ_WRITE;
    input [31:0] WRITEDATA, ADDRESS;
    input [127:0] MEM_READDATA;
    output reg [27:0] MEM_ADDRESS;
    output reg [127:0] MEM_WRITEDATA;
    output reg [31:0] READDATA;
    output reg BUSYWAIT, MEM_READ, MEM_WRITE;
    reg [127:0] DATA [0:15];   
    reg [23:0] TAG [0:15];
    reg DIRTY [0:15];
    reg VALID [0:15];
    always @(READ_WRITE) begin
        if (READ_WRITE[3]) 
            BUSYWAIT = 1;
        else
            BUSYWAIT = 0;
    end
    wire VALID_OUT, DIRTY_OUT;
    wire [127:0] DATA_OUT;   
    wire [23:0] TAG_OUT;
    assign #1 DATA_OUT = DATA[ADDRESS[7:4]];
    assign #1 VALID_OUT = VALID[ADDRESS[7:4]];
    assign #1 DIRTY_OUT = DIRTY[ADDRESS[7:4]];
    assign #1 TAG_OUT = TAG[ADDRESS[7:4]];
    wire TAG_STATUS, HIT;
    assign #1 TAG_STATUS = (TAG_OUT == ADDRESS[31:8]) ? 1 : 0;
    assign HIT = VALID_OUT && TAG_STATUS;
    always @(posedge CLK) begin
        if (HIT) BUSYWAIT = 0;
    end
    reg [7:0] DATA_BYTE;
    reg [15:0] DATA_HALF;
    reg [31:0] DATA_WORD;
    always @(*) begin
        case (READ_WRITE)
            4'b1000: DATA_BYTE = DATA_OUT[8*ADDRESS[3:0] +: 8];   
            4'b1001: DATA_HALF = DATA_OUT[16*ADDRESS[3:1] +: 16];   
            4'b1010: DATA_WORD = DATA_OUT[32*ADDRESS[3:2] +: 32];   
            default: begin
                DATA_BYTE = 8'bx;
                DATA_HALF = 16'bx;
                DATA_WORD = 32'bx;
            end
        endcase
    end
    wire [31:0] LB, LH, LW, LBU, LHU;
    assign LB[7:0] = DATA_BYTE;
    assign LB[31:8] = {24{DATA_BYTE[7]}};
    assign LH[15:0] = DATA_HALF;   
    assign LH[31:16] = {16{DATA_HALF[15]}};
    assign LW = DATA_WORD;
    assign LBU = {24'd0, DATA_BYTE};
    assign LHU = {16'd0, DATA_HALF};
    always @(*) begin
        #1;
        case (READ_WRITE[2:0])
            3'b000: READDATA = LB;
            3'b001: READDATA = LH;
            3'b010: READDATA = LW;
            3'b100: READDATA = LBU;
            3'b101: READDATA = LHU;
            default: READDATA = 32'bx;
        endcase
    end
    always @(posedge CLK) begin
        if (HIT && READ_WRITE[3]) begin
            #1;
            DIRTY[ADDRESS[7:4]] = 1;
            case (READ_WRITE)
                4'b1011: DATA[ADDRESS[7:4]][8*ADDRESS[3:0] +: 8] = WRITEDATA[7:0];   
                4'b1110: DATA[ADDRESS[7:4]][16*ADDRESS[3:1] +: 16] = WRITEDATA[15:0];   
                4'b1111: DATA[ADDRESS[7:4]][32*ADDRESS[3:2] +: 32] = WRITEDATA;   
            endcase
        end
    end
    parameter IDLE = 2'b00, READ_MEM = 2'b10, WRITE_MEM = 2'b01, UPDATE_CACHE = 2'b11;
    reg [1:0] STATE, NEXT_STATE;
    always @(*) begin
        case (STATE)
            IDLE:
                if (READ_WRITE[3] && !DIRTY_OUT && !HIT)  
                    NEXT_STATE = READ_MEM;
                else if (READ_WRITE[3] && DIRTY_OUT && !HIT)
                    NEXT_STATE = WRITE_MEM;
                else
                    NEXT_STATE = IDLE;
            READ_MEM:
                if (!MEM_BUSYWAIT)
                    NEXT_STATE = UPDATE_CACHE;
                else    
                    NEXT_STATE = READ_MEM;
            WRITE_MEM:
                if (!MEM_BUSYWAIT)
                    NEXT_STATE = READ_MEM;
                else
                    NEXT_STATE = WRITE_MEM;
            UPDATE_CACHE:
                NEXT_STATE = IDLE;
            default: NEXT_STATE = IDLE;
        endcase
    end
    always @(STATE) begin
        case (STATE)
            IDLE: begin
                MEM_READ = 0;
                MEM_WRITE = 0;
                MEM_ADDRESS = 28'dx;
                MEM_WRITEDATA = 128'dx;
            end
            READ_MEM: begin
                MEM_READ = 1;
                MEM_WRITE = 0;
                MEM_ADDRESS = ADDRESS[31:4];
                MEM_WRITEDATA = 128'dx;
            end
            WRITE_MEM: begin
                MEM_READ = 0;
                MEM_WRITE = 1;
                MEM_ADDRESS = {TAG_OUT, ADDRESS[7:4]};
                MEM_WRITEDATA = DATA_OUT;
            end
            UPDATE_CACHE: begin
                #1;
                DATA[ADDRESS[7:4]] = MEM_READDATA;
                DIRTY[ADDRESS[7:4]] = 0;
                VALID[ADDRESS[7:4]] = 1;
                TAG[ADDRESS[7:4]] = ADDRESS[31:8];
            end
        endcase
    end
    always @(posedge CLK or posedge RESET) begin
        if (RESET)
            STATE <= IDLE;
        else
            STATE <= NEXT_STATE;
    end
    integer i;
    always @(RESET) begin
        if (RESET) begin
            for (i = 0; i < 16; i = i + 1) begin
                VALID[i] = 0;
                DIRTY[i] = 0;
                TAG[i] = 24'bx;
                DATA[i] = 128'dx;
            end
            BUSYWAIT = 0;
        end
    end
endmodule
==> ./run.sh <==
#!/bin/bash
# OpenROAD 26Q1-2900-gdf79404cd8, Yosys 0.63+post, stock flow scripts
make -C /OpenROAD-flow-scripts/flow DESIGN_CONFIG=/design/flow/config.mk WORK_HOME=/design/flow/orfs finish
==> reports/qor.csv <==
metric,value,unit
critPathLaunchType,input port,
clock_path_buffers,2,
edf_count,0,
fin_worst_skew,0.00297,ns
seqPwrFrac,0.147,
slowest_delay,0.51,ns
fp_util,0.0840,
setup_violations,0,
sw_frac_of_total,0.174,
top_cell,buf_4,
dp_hpwl,3980,microns
drt_iter0_drc,12,
cp.required,1.10,ns
synthTopCellsByArea,"buf_4, dlxtn_1, dfrtp_1",
fin_area,2190,sq um
report.final.slew_viol_count,0,
ys_types,8,
viasPerCell,1.75,
clk_pin_slew,0.03,ns
die_w,167,microns
p_sw,161,uW
path_delay_family,buffers and inverters,
diodes,0,
pre_cts_ws,-0.150,ns
dp.cells,533,
cts_tree,yes,
layoutNonFillerInstCount,537,
ctsHoldBuffers,0,
crit_type,input port to register,
total_power,924,uW
die_height,167,microns
ys_async_sr_fraction,0.0909,
area_growth,23.2,%
grt_pass1_wl,5820,microns
insertion_delay,0.22,ns
setup_ws,0.0939,ns
place.gp.congestion,0.747,
drt_pre_antenna_iters,2,
grt_pass1_vias,1277,
synth-seq-cells,33,
vdd_ir_drop_max,481,uV
drive_above_1_share,0.0229,
hold_path.class,input port to async pin,
drc,0,
grt_start_max_net_pins,31,
vias,941,
hold_violations,0,
num_io_pins,390,
ys_cells,200,
min_period,0.906,ns
clockPowerShare,0.679,
warning_count,193,
cap_violations,0,
post_cts_buffers,0,
grt_usage,0.0249,
min_period_over_period,0.906,
wire_per_inst,7.82,microns
max_freq,1.10,GHz
grt-ovfl-total,0,
critPathMaxFanout,3,
detail-route-antenna-nets,0,
p_int,763,uW
unclocked_regs,30,
comb_power_share,0.173,
dpl_cell_area,2110,sq um
dieArea,27900,sq um
rsz0062_at_grt,no,
numCtsBuffers,3,
root_buffer,clkbuf_16,
endpoint_kind,register,
postSynthAreaPerCell,8.88,sq um
untimed_endpoints,60,
powerDensity,422,nW/um^2
top_area_frac,0.680,
syn_inst,200,
ctsHtreeMaxLevel,1,
ff_type,dlxtn_1,
portBuffers,60,
max-slew-margin-rel,0.491,
ys_area,1780,sq um
core-area,21200,sq um
holdWs,0.146,ns
wl,4200,microns
top_cells_by_count,"buf_4, dlxtn_1, dfrtp_1",
post_cts_resize_count,0,
yosysWarnings,6968,
antenna_found_initial,0,
p_leak,1.10,nW
cp.arrival,1.01,ns
syn_area,1780,sq um
outcome,completed,
core.rowCount,53,
crit_chain,clkdlybuf4s50_1 > mux2_4,
yosysTopAreaCell,buf_4,
tightest_slew,0.764,ns
crit_buf_inv,1,
cpMaxStageDelayCell,clkdlybuf4s50_1,
-- per-stage QoR --
step | setup TNS [ns] | utilization
2_1_floorplan | 0 | -
3_3_place_gp | -0.175 | 0.0997
3_5_place_dp | -0.219 | 0.0997
4_1_cts | 0 | 0.103
5_1_grt | 0 | 0.103
6_report | 0 | 0.103
-- cells by family (layout without fill, tap and decap cells) --
group / count (synthesis) / after routing / synth area share
DFF: 3 / 3 / 0.0423
muxes: 1 / 1 / 0.00845
and+or+nand+nor: 2 / 2 / 0.00916
buffers and inverters: 162 / 65 / 0.682
latches: 30 / 30 / 0.254
other: 2 / 161 / 0.00423
-- per-layer routing --
layer / track usage / vias to the layer above / share of wire / routed length [microns]
met4: 0.000764 / 0 / 0.0029 / 12
met2: 0.0359 / 159 / 0.37 / 1570
li1: - / 399 / - / -
met3: 0.0138 / 2 / 0.13 / 551
met1: 0.0335 / 381 / 0.49 / 2070
met5: 0 / - / 0 / 0
-- state kept, by name, indices dropped and copies added, names as in the netlist, named ones only --
register / flops
MEM_ADDRESS: 28
MEM_READ: 1
MEM_WRITE: 1
STATE: 2
-- cells in the final DEF (no fill, tap or decap) --
master and instances:
clkbuf_16 3, dlxtn_1 30, conb_1 161, clkdlybuf4s50_1 60
and2_2 1, clkbuf_1 1, mux2_4 1, inv_1 1
dfrtp_1 3, and2b_2 1
-- power groups by stage --
stage,clock network (mW),registers (mW),logic [mW]
finish,0.628,0.136,0.160
global route,0.661,0.136,0.206
CTS,0.637,0.136,0.177
-- path summary, 6_finish.rpt --
| kind | startpoint | slack (ns) | end | depth (start not counted) |
|---|---|---|---|---|
| hold reg to reg | register | 0.52 | register | 1 |
| min in group clk0 | register | 0.52 | register | 1 |
| setup reg to reg | STATE[2] | 0.24 | register | 1 |
| hold / removal | RESET | 0.15 | STATE[3] | 2 |
| max in group asynchronous | RESET | 0.73 | STATE[2] | 2 |
| setup / recovery | MEM_BUSYWAIT | 0.09 | register | 2 |
-- cell type report --
class	count	area (sq um)
Inverter	1	3.75
Tap cell	275	344
Fill cell	2391	19000
Multi-Input combinational cell	164	636
Timing Repair Buffer	60	601
Sequential cell	33	526
Clock buffer	4	78.8
Power is estimated from default activity; no workload was simulated.
